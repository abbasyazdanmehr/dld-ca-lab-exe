==> design/flow/design.v <==
module multiplier #(parameter N = 8)(
	input clk,
	input start,
	input [7:0] a,
	input [7:0] b,
	output reg [15:0] out
);
reg [7:0] multiplier;
reg [15:0] multiplicand, result;
reg [7:0] counter;
reg initialValue;
always @(posedge clk) begin
	if(start) begin
		if(initialValue) begin
			if(N > counter)	begin
				if(multiplier[0] == 1) begin
					result = result + multiplicand;
				end
				multiplicand = multiplicand << 1;
				multiplier = multiplier >> 1;
				counter = counter + 1;
			end	else begin
				initialValue = 0;
				out = result;
			end
		end else begin
			initialValue = 1;
			counter = 0;
			multiplier = b;
			multiplicand = a;
			result = 0;
		end
	end else begin
		initialValue = 0;
		result = 0;
		out = 0;
	end
end
endmodule
==> design/flow/run.sh <==
#!/bin/bash
# OpenROAD 26Q1-2900-gdf79404cd8, Yosys 0.63+post, stock flow scripts
make -C /OpenROAD-flow-scripts/flow DESIGN_CONFIG=/design/flow/config.mk WORK_HOME=/design/flow/orfs finish
==> design/flow/config.mk <==
export PLATFORM = sky130hd
export DESIGN_NAME = multiplier
export DESIGN_NICKNAME = multiplier
export VERILOG_FILES = /design/flow/design.v
export SDC_FILE = /design/flow/constraint.sdc
export NUM_CORES = 4
export LEC_CHECK = 1
export CORE_UTILIZATION = 30
==> design/flow/constraint.sdc <==
current_design multiplier

set clk_period 5.9
set clk_io_pct 0.2

create_clock -name clk0 -period $clk_period [get_ports {clk}]

set non_clock_inputs [all_inputs -no_clocks]
set_input_delay [expr $clk_period * $clk_io_pct] -clock clk0 $non_clock_inputs
set_output_delay [expr $clk_period * $clk_io_pct] -clock clk0 [all_outputs]
==> deck_impl_summary.md <==
Synthesis and Place & Route Summary

Outcome
  • Status: finished clean

Flow run
  • Tool Warnings: 27
  • # Max-Cap Violations: 0

Worst hold path
  • Hold WC Path Type: reg -> reg

Clock tree
  • Post-cts gate resize count: 0
  • CTS Hold Bufs: 0
  • Clock sinks: approximately 65
  • Root buf cell: clkbuf_8
  • Setup Fix Bufs, Post-CTS: 0
  • Clock-pin slew on the worst setup and hold paths: 0.07 ns
  • Late-Pin Clk Latency: between 0.3 and 0.4 ns
  • Clk buf depth: 2
  • Total CTS buffers: 9
  • H-tree levels: 3
  • TritonCTS clock tree: built

Critical path
  • Crit path DAT: 3.04 ns
  • FF-to-FF path depth: 4
  • Crit-path cells: clkdlybuf4s50_1 -> nand2_1 -> or4_1 -> nand3_1
  • Critical path startpoint: start
  • CP Data Required Time: 6.18 ns
  • Startpoint types: primary input
  • Slowest stage cell, crit path: clkdlybuf4s50_1
  • R2r setup slk: 3.27 ns
  • Worst Setup Path Type: in -> reg
  • Crit-path max cell delay: approximately 0.8 ns
  • Worst R2R End: counter[3]
  • Critical Path End: result[10]
  • Reg-to-Reg Start: counter[5]
  • CP max FO: 20
  • CP endpoint kind: flip-flop

Die
  • Fp util: 31.15%
  • Die Footprint: 0.01123 mm²
  • Top-level port count: 34
  • DIE WIDTH: 106.0 µm
  • FP Rows: 37
  • DIE HEIGHT: 106.0 µm
  • Core footprint: between 0.01 and 0.015 mm²

Final timing
  • Fmax: roughly 360 MHz
  • Worst-Margin Slew: 0.7734 ns
  • PnR worst setup slack: 3.144 ns
  • Total negative setup slack: 0 ns
  • Max transition margin: 48.44%
  • Final Hold Vio Count: 0
  • Final setup fails: 0
  • Clock Skew: around 0.011 ns
  • Unrepaired setup endpoints after global routing: false
  • Final Max Slew Viols: 0
  • Crit path time final: 2.756 ns
  • Hold slack: 0.4644 ns
  • Period utilization: 46.71%

Logic synthesis
  • Yosys reg bits: approximately 65
  • Seq/Total Area, Yosys: 49.98%
  • Cell count after synthesis: 311
  • Mapped cell area: 0.003244 mm²
  • Number of enable flip-flop cells: 32
  • Post-synth top area share: 29.62%
  • Post-synth area hogs: edfxtp_1 30%, dfxtp_1 20%, ha_1 6.6%, nand2_1 6.0%, mux2_2 5.2%
  • Ys async rst share: 0%
  • Yosys chip area: 0.003244 mm²
  • Warnings from Yosys: 1
  • Dominant cell by count in the synthesized netlist: nand2_1
  • Ys flop type: dfxtp_1
  • Synth cell types: 41
  • Yosys cell count: 311
  • Post-synth top cells: 52 x nand2_1, 33 x dfxtp_1, 32 x edfxtp_1
  • Post-synth top area cell: edfxtp_1
  • Mean post-synth cell area: ~10 µm²

Power and ir drop
  • Power Dens Cells: ~240 mW/mm²
  • Worst VDD drop: 0.1364 mV
  • Leakage: 0.001384 µW
  • Total Power: 918.3 µW

Global routing
  • Total Routing Usage GR: 11.32%
  • Largest net degree at the start of global routing: 37
  • Antenna violations before repair: 0
  • First-pass GRT wire length: 9991 µm
  • Vias in the first global route: 2088
  • Total global routing overflow: 0

Cells and area
  • Synthesis-to-finish area growth: 19.44%
  • Layout cells sized above 1: 10.63%
  • Multi-input gate area: 0.001551 mm²
  • Fill count: 1049
  • Cell Count, Final, Fillers Out: 484
  • Register area: around 0.0016 mm²

Drt
  • DR pass1 iterations: 4
  • Drt wl/cell: about 12 µm
  • ANT cells: 0
  • Iteration-0 DRC Markers: 72
  • Final WL: 6001 µm
  • Via/cell ratio: 4.680
  • Post-route DRC: 0
  • Routed via count: 2265
  • Detail Route Antenna Nets: 0

Place
  • IO buf count: 33
  • Pre-CTS WS: between 2 and 3 ns
  • Placed Cells incl. Taps: 468
  • GP Congestion: 0.8639
  • Hpwl dp: 4252 µm
-- power by group --
group | internal (µW) | switching [µW] | total, µW
Clock | 150 | 174 | 324
Combinational | 41.0 | 46.0 | 87.1
Sequential | 496 | 11.4 | 507
Total | 687 | 231 | 918
-- how the worst min path moves through the flow --
stage | startpoint | end | cells after the start
CTS | out[0] | out[0] | 2
finish | out[0] | out[0] | 2
global route | out[9] | out[9] | 2
-- stage by stage --
step,util [%],cell area [µm²]
floorplan,-,3244
global placement,35.56,3704
detailed placement,35.56,3704
CTS,37.20,3875
global route,37.20,3875
finish,37.20,3875
-- flip-flops by register name, summed over array words and instances (netlist names) --
signal and cells:
multiplicand 16, out 16, result 16, counter 8, multiplier 8, initialValue 1
-- cell usage in the layout, fill, tap and decap left out, types with 2 or more instances in the layout --
cell type | netlist | final
a31oi_1 | 2 | 2
a21oi_1 | 20 | 20
ha_1 | 17 | 17
edfxtp_1 | 32 | 32
nand2_1 | 52 | 52
nor2_1 | 5 | 5
o22ai_1 | 2 | 2
o21ai_0 | 8 | 8
a211oi_1 | 2 | 2
clkinvlp_4 | 0 | 4
o211ai_1 | 2 | 2
nand3_1 | 13 | 13
xor2_1 | 7 | 7
and2_1 | 19 | 19
o211a_1 | 2 | 2
inv_1 | 4 | 4
clkbuf_8 | 0 | 9
mux2i_1 | 2 | 2
or4_1 | 3 | 3
nand4_1 | 4 | 4
clkdlybuf4s50_1 | 0 | 33
buf_4 | 0 | 2
xnor2_1 | 10 | 10
and3_1 | 3 | 3
mux2_2 | 15 | 15
dfxtp_1 | 33 | 33
a21o_1 | 3 | 3
o21bai_1 | 4 | 4
nor2b_1 | 4 | 4
a21boi_0 | 17 | 17
-- kinds of logic after synthesis --
family                     share of synthesized area [%]
AOI/OAI and AO/OA                                  13.27
xor gates and xnor gates                           4.589
adders and majority gates                          7.173
buffers and inverters                              2.198
DFF                                                49.98
muxes                                              5.823
and+or+nand+nor                                    16.97
-- routing by layer --
metal	up-vias	global-route usage (%)	part of all wire (%)
li1	1180	-	-
met1	1032	19.04	56
met2	44	15.92	39
met3	9	2.126	3.5
met4	0	1.488	1.4
met5	-	0	0
-- cell type report --
cell class	count	area share (%)
Multi-Input combinational cell	228	40.04
Sequential cell	65	41.85
Tap cell	136	4.391
Clock buffer	9	3.197
Timing Repair Buffer	35	8.912
Clock inverter	7	1.227
Inverter	4	0.3875
-- critical path: cells and delay by family --
family | cells | cell delay, ns
simple gates | 3 | 1.03
buf+inv | 1 | 0.82
Power figures rest on the tool's default switching activity, not on a simulated workload.
