--- flow/run.sh ---
#!/bin/bash
# OpenROAD 26Q1-2900-gdf79404cd8, Yosys 0.63+post, stock flow scripts
make -C /OpenROAD-flow-scripts/flow DESIGN_CONFIG=/design/flow/config.mk WORK_HOME=/design/flow/orfs finish
--- flow/config.mk ---
export PLATFORM = sky130hd
export DESIGN_NAME = ripple_adder_5_bit
export DESIGN_NICKNAME = ripple_adder_5_bit
export VERILOG_FILES = /design/flow/design.v
export SDC_FILE = /design/flow/constraint.sdc
export NUM_CORES = 4
export LEC_CHECK = 1
export CORE_AREA = 10 10 70 70
export DIE_AREA = 0 0 80 80
--- flow/constraint.sdc ---
current_design ripple_adder_5_bit

set clk_period 3.6
set clk_io_pct 0.2

create_clock -name clk0 -period $clk_period

set non_clock_inputs [all_inputs -no_clocks]
set_input_delay [expr $clk_period * $clk_io_pct] -clock clk0 $non_clock_inputs
set_output_delay [expr $clk_period * $clk_io_pct] -clock clk0 [all_outputs]
--- flow/design.v ---
`timescale 1ns / 1ps
module full_adder(
    input a,
    input b,
    input cin,
    output sum,
    output cout
);
	assign sum = a ^ b ^ cin;
	assign cout = (a & b) | (a & cin) | (b & cin);
endmodule
`timescale 1ns / 1ps
module ripple_adder_5_bit(
    input [4:0] a,
    input [4:0] b,
    input cin,
    output [4:0] sum,
    output cout
    );
	 wire c1, c2, c3, c4;
	 full_adder FA1 (a[0], b[0], cin, sum[0], c1);
	 full_adder FA2 (a[1], b[1], c1, sum[1], c2);
	 full_adder FA3 (a[2], b[2], c2, sum[2], c3);
	 full_adder FA4 (a[3], b[3], c3, sum[3], c4);
	 full_adder FA5 (a[4], b[4], c4, sum[4], cout);
endmodule
==> ds_physical_params.txt <==
Implementation parameters

Parameter                              Value

Status
  Result of the run .................. completed

Final timing
  Top achievable clock speed .................. approximately 0.29 GHz
  Unrepaired setup endpoints after global routing .................. false
  Setup TNS Final .................. 0 ps
  Final period utilization .................. 0.973
  Endpoints failing setup .................. 0
  Number of hold violations in the final report .................. 0
  Worst-Margin Slew .................. 95.4 ps
  Slew margin rel. .................. 0.936
  Final critical path time including I/O delays and setup .................. 3500 ps
  Number of slew-limit violations in the final report .................. 0

Finish
  Non-filler cells in the finished layout .................. 78
  Storage cell area .................. 0 um^2
  Most common library cell in the layout ignoring fill and taps .................. sky130_fd_sc_hd__clkdlybuf4s50_1
  Most frequently placed logic cells in the final layout .................. 9 x sky130_fd_sc_hd__clkdlybuf4s50_1, 6 x sky130_fd_sc_hd__inv_2, 5 x sky130_fd_sc_hd__fa_2
  Area grow syn2layout .................. 105%
  Number of clock-tree buffers in the layout .................. 0
  Share of final-layout standard cells stronger than drive strength 1 .................. 0.469
  Fill count .................. 399
  Registers .................. 0

Yosys
  Adders+Majority by Area .................. 0.571
  Yosys aoi share .................. 0
  Mux frac, synth .................. 0
  Cell count in the Yosys report .................. 20
  Xor/xnor share .................. 0
  Mapped Cells .................. 20
  Unique cell types .................. 3
  Share of the yosys chip area belonging to registers .................. 0
  Cell area after synthesis .................. 175 um^2
  Count of synthesis-stage warnings from yosys .................. 0
  Top comb family, area .................. adder cells
  Average cell area after synthesis .................. about 8.8 um^2
  Area contributors post-synth .................. sky130_fd_sc_hd__fa_1 57%, sky130_fd_sc_hd__buf_4 21%, sky130_fd_sc_hd__inv_1 21%
  Biggest area consumer among synthesized cells .................. sky130_fd_sc_hd__fa_1
  Area fraction in and, or, nand and nor cells after synthesis .................. 0
  Yosys stat chip area .................. 175 um^2
  Top area contributor share .................. 0.571

Place
  Placed Instances .................. 78
  Final GP Congestion .................. 0.844
  Count of buffers inserted at the top-level ports .................. 17
  Detailed-placement wirelength estimate .................. ~560 um

Floorplanning
  Core Density at Floorplan .................. 0.0513
  Placement row count .................. 21
  Overall chip area .................. 0.00640 mm^2
  Std-Cell Core Area .................. about 0.0034 mm^2
  Die x size .................. 80 um
  Number of placed I/O pins .................. 17
  Vertical die dimension .................. 80 um

Worst hold path
  Worst Hold Path Cells .................. 5
  Hold/Removal Path Class .................. in -> out
  Sink of the worst hold path .................. sum[0]
  Worst hold path startpoint .................. cin

Clock network
  CTS hold repair buffers .................. 0

Detailed routing
  Vias .................. roughly 150
  Number of nets with antenna violations after detailed routing .................. 0
  Remaining design rule violation count .................. 0
  Post-detailed-route wirelength per cell .................. 7.26 um
  Final wirelength .................. approximately 570 um
  Violation tally from detailed-route iteration zero .................. 0
  Total inserted antenna cells .................. 0
  Routed vias/inst .................. 1.88
  First drt pass iteration count .................. 1

Power and ir drop
  Peak supply drop .................. 0.0360 mV
  Total leakage power .................. 0.000153 uW
  Areal power density over the cells .................. 133 mW/mm^2

Global routing
  Largest net degree at the start of global routing .................. 2
  Global route overflow .................. 0
  Via count of the first global-routing pass .................. 168
  First-pass GRT wire length .................. 883 um
  Total GRT Usage .................. 0.0179
  Initial antenna violation count .................. 0

Worst setup path
  Class of the most critical setup path .................. in -> out
  Maximum fanout along the worst path .................. 1
  Type of destination of the critical path .................. primary output
  Req. time, crit path .................. around 2900 ps
  Startpoint type of the worst setup path .................. primary input
  WP data arrival .................. 2780 ps

Flow run
  Number of violations of the max-capacitance limit .................. 0
  Warning total across the stage logs .................. 33
-- through the flow --
step	util	worst slack (ps)	hold WS, ps	area, um^2	total power, uW
2_1_floorplan	-	203	1660	175	23.5
3_3_place_gp	0.107	-733	2480	365	50.8
3_5_place_dp	0.107	-762	2490	365	51.5
4_1_cts	0.105	-7.24	2200	359	48.3
5_1_grt	0.105	6.73	2240	359	54.9
6_report	0.105	97.1	2200	359	47.7
-- final cells by class --
class	count	area, um^2	area share
multi-input cells	5	113	0.314
repair buffers	17	151	0.422
well taps	46	57.6	0.160
inverters	10	37.5	0.105
-- cell families (layout without fill, tap and decap cells) --
logic type | Yosys count | in the layout
buf+inv | 15 | 27
fa+ha+maj | 5 | 5
-- power by group --
| group | total, uW | internal [uW] | switching [uW] |
|---|---|---|---|
| clock network | 0 | 0 | 0 |
| logic | 47.7 | 31.0 | 16.7 |
| registers | 0 | 0 | 0 |
| total | 47.7 | 31.0 | 16.7 |
-- worst max path at each step --
stage | start | to | slack (ps) | cells past startpoint
4_1_cts | b[0] | sum[4] | -7 | 11
5_1_grt | cin | sum[4] | 7 | 11
6_report | a[0] | sum[4] | 100 | 11
-- what timing repair did --
action                                  in CTS  in global routing
endpoints found under the setup margin       3                  1
setup buffers                                0                  0
cloned                                       0                  0
pin swaps                                    5                  4
resized                                     29                  1
-- critical path, stage by stage --
cell                    delay, ps
sky130_fd_sc_hd__buf_2        100
sky130_fd_sc_hd__inv_2         50
sky130_fd_sc_hd__fa_2         190
sky130_fd_sc_hd__inv_2         40
sky130_fd_sc_hd__fa_2         340
sky130_fd_sc_hd__fa_2         360
sky130_fd_sc_hd__fa_2         340
sky130_fd_sc_hd__inv_2         60
sky130_fd_sc_hd__fa_2         430
sky130_fd_sc_hd__inv_2         50
sky130_fd_sc_hd__buf_2        100
-- routing by layer --
metal  vias up  part of all wire  global-route usage
met1        63              0.59              0.0301
met3         0              0.12             0.00227
met2        15              0.29              0.0241
li1         69                 -                   -
met4         0                 0                   0
met5         -                 0                   0
-- Yosys cell counts (all sizes together) --
cell  count
fa        5
buf       5
inv      10
Power is estimated from default activity; no workload was simulated.
