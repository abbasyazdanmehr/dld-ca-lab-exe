### flow/design.v
`timescale 1ns / 1ps
module carryLookAhead(
    input [4:0] G,
    input [4:0] P,
    input c0,
    output [5:0] carries
    );
	 assign carries[0]=c0;
assign carries[1]=G[0]|(P[0]&carries[0]);
assign carries[2]=G[1]|(P[1]&G[0])|(P[1]&P[0]&carries[0]);
assign carries[3]=G[2]|(P[2]&G[1])|(P[2]&P[1]&G[0])|(P[2]&P[1]&P[0]&carries[0]);
assign carries[4]=G[3]|(P[3]&G[2])|(P[3]&P[2]&G[1])|(P[3]&P[2]&P[1]&G[0])|(P[3]&P[2]&P[1]&P[0]&carries[0]);
assign carries[5]=G[4]|(P[4]&G[3])|(P[4]&P[3]&G[1])|(P[4]&P[3]&P[2]&P[1]&G[0])|(P[4]&P[3]&P[2]&P[1]&P[0]&carries[0]);
endmodule
`timescale 1ns / 1ps
module carryLookAheadAdder(
    input [4:0] a,
    input [4:0] b,
    input cin,
    output [4:0] sum,
    output cout
    );
wire [4:0] G;
wire [4:0] P;
wire [5:0] carries;
assign P = a ^ b;
assign G = a & b;
carryLookAhead ins (G, P, cin, carries);
assign sum = P^carries[4:0];
assign cout = carries[5];
endmodule
### flow/run.sh
#!/bin/bash
# OpenROAD 26Q1-2900-gdf79404cd8, Yosys 0.63+post, stock flow scripts
make -C /OpenROAD-flow-scripts/flow DESIGN_CONFIG=/design/flow/config.mk WORK_HOME=/design/flow/orfs finish
### flow/config.mk
export PLATFORM = sky130hd
export DESIGN_NAME = carryLookAheadAdder
export DESIGN_NICKNAME = carryLookAheadAdder
export VERILOG_FILES = /design/flow/design.v
export SDC_FILE = /design/flow/constraint.sdc
export NUM_CORES = 4
export LEC_CHECK = 1
export CORE_AREA = 10 10 70 70
export DIE_AREA = 0 0 80 80
### flow/constraint.sdc
current_design carryLookAheadAdder

set clk_period 2.0
set clk_io_pct 0.2

create_clock -name clk0 -period $clk_period

set non_clock_inputs [all_inputs -no_clocks]
set_input_delay [expr $clk_period * $clk_io_pct] -clock clk0 $non_clock_inputs
set_output_delay [expr $clk_period * $clk_io_pct] -clock clk0 [all_outputs]
==> flow_summary.ini <==
; synthesis and place-and-route metrics
[die]
fp.dieH_um = 80
floorplan.die_area_mm2 = 0.00640
fp.coreArea_mm2 = 0.00342
floorplan.die.width_um = 80
std_cell_rows = 21
ios = 17
starting_utilization_of_the_core_area_pct = 7.33

[synth]
seq_area_frac_synth_pct = 0
synth_top_cell_by_area = sky130_fd_sc_hd__ha_1
synth.avg_cell_area_um2 = 8.94
synthesized_chip_area_reported_by_yosys_um2 = 250
synthCells = 28
netlist_area_um2 = 250
synth.top_cells.by_area = sky130_fd_sc_hd__ha_1 25%, sky130_fd_sc_hd__a2111oi_4 11%, sky130_fd_sc_hd__xnor2_1 10%
yosys_warnings = 0
area_share_top_type_pct = 25.0
total_cells_reported_by_yosys_after_synthesis = 28
synth.distinct_cells = 16

[finish]
finish.utilization_pct = 17.7
layout.cells.most_common_list = 8 x sky130_fd_sc_hd__buf_4, 5 x sky130_fd_sc_hd__buf_2, 5 x sky130_fd_sc_hd__clkbuf_2
area_growth_pct = 142
layout.sequential_cells = 0
layout.area.seq_um2 = 0
nClkBuffers = 0
final_area_um2 = 604
lay_top_count = sky130_fd_sc_hd__buf_4
drive_above_1_share_pct = 70.9

[placed_design]
postPlaceCellArea_um2 = 523
detailed_place_hpwl_um = 744
gpl.final_weighted_congestion = 0.830
portBuffers = 17

[flow_run]
openroad_warning_count = 34
cap_viol_max_count = 0

[power_and_ir_drop]
finalPower_uw = 173
netSwitchingFraction_pct = 37.1
p_switching_uw = 64.3
p_int_uw = 109
share_clk_of_total_power_pct = 0
power.leakage_nw = 0.265
comb_power_share_pct = 100.0
power-per-cell-area_mw_per_mm2 = 287
seqPwrFrac_pct = 0
max-vdd-ir-drop_uv = 76.8

[final_timing]
drv_slew = 0
setup_viol = 0
hold-worst-slack_ps = 1260
worst-slew-pin-transition_ps = 255
timing_hold_violations_final = 0
unrepaired_setup_endpoints_after_global_routing = true
finalCritPeriodShare_pct = 99.4
fin_crit_ps = 1990
slew-limit-headroom_pct = 83.0
maxClockFrequency_mhz = 503

[min_path]
hold_path.class = input port to output pin

[critical_path]
endpoint_kind = output pin
timing.critical_path.cells = buf_8 > ha_4 > a21o_1 > buf_6 > a2111oi_4 > xnor2_1 > buf_2
largest_fanout_of_any_net_on_the_critical_path = 2
cp.buffers_inverters = 3
setup.worst_path.class = input port to output pin
worst_path_max_delay_cell = sky130_fd_sc_hd__a2111oi_4
critical_path.top_delay_family = AND-OR/OR-AND gates
arrival_ps = 1590
cp_data_required_time_ps = 1600
crit_path_start_kind = input port
critPathMaxStageDelay_ps = 280

[run_status]
run_status = complete, no violations

[grt]
grt_max_degree = 6
grt_first_pass_wirelength_um = 1540
vias_in_the_first_global_route = 302
grt-ovfl-total = 0
antenna_violations_before_repair = 0
groute.usage.overall_pct = 2.91

[detailed_routing]
drt_first_iter_violations = 2
avgRoutedWirePerCell_um = 9.33
routed_via_density = 2.95
route.antenna.remaining_nets = 0
vias = 298
n_antenna_cell = 0
detail_route.first_pass.iterations = 2
remaining_drc_errors = 0
detail_route.wirelength_um = 942

[clock_network]
cts.hold.buffers_added = 0
-- layout make-up --
| type | count | area (um2) |
|---|---|---|
| Tap cell | 46 | 57.6 |
| Inverter | 4 | 15.0 |
| Multi-Input combinational cell | 24 | 324 |
| Timing Repair Buffer | 27 | 208 |
| Fill cell | 395 | 2810 |
-- power groups by stage --
stage / clock network, mW / logic (mW) / registers [mW]
6_report: 0 / 0.173 / 0
5_1_grt: 0 / 0.192 / 0
4_1_cts: 0 / 0.173 / 0
-- through the flow --
step | TNS [ps] | setup WS, ps | std cells
2_1_floorplan | 0 | 217 | 28
3_3_place_gp | -3430 | -789 | 97
3_5_place_dp | -3470 | -795 | 97
4_1_cts | -58.4 | -58.0 | 100
5_1_grt | -57.2 | -44.6 | 101
6_report | 0 | 11.1 | 101
-- what timing repair did --
| item | in CTS | in global routing |
|---|---|---|
| buffers inserted | 3 | 1 |
| pin swaps | 11 | 7 |
| gates resized | 55 | 12 |
| endpoints found under the setup margin | 6 | 5 |
-- layer usage --
metal	share of wire, %	up-vias	track usage, %	routed length (um)
li1	-	156	-	-
met1	56	125	4.90	525
met2	26	17	2.89	249
met3	18	0	1.82	168
met4	0	0	0	0
met5	0	-	0	0
-- synth_stat cells --
cell type / n
sky130_fd_sc_hd__a2111oi_4: 1
sky130_fd_sc_hd__a211oi_1: 1
sky130_fd_sc_hd__a21o_1: 1
sky130_fd_sc_hd__a21oi_1: 2
sky130_fd_sc_hd__and2_2: 1
sky130_fd_sc_hd__and3_4: 2
sky130_fd_sc_hd__fa_1: 1
sky130_fd_sc_hd__ha_1: 5
sky130_fd_sc_hd__inv_1: 4
sky130_fd_sc_hd__nand3_1: 1
sky130_fd_sc_hd__nor3_1: 1
sky130_fd_sc_hd__o21ai_0: 2
sky130_fd_sc_hd__o21bai_1: 1
sky130_fd_sc_hd__or3_2: 1
sky130_fd_sc_hd__xnor2_1: 3
sky130_fd_sc_hd__xor2_1: 1
-- worst paths after layout --
path  startpoint  endpoint  slack, ps  depth (start not counted)
min         a[4]    sum[4]       1260                          4
max         b[0]    sum[4]         10                          7
-- tightest hold or removal path: stages --
cell and delay, ps:
sky130_fd_sc_hd__dlymetal6s2s_1 90, sky130_fd_sc_hd__ha_2 180, sky130_fd_sc_hd__xnor2_1 70, sky130_fd_sc_hd__buf_2 120
-- logic make-up (layout without fill, tap and decap cells) --
kind of cell / after synthesis / after routing / share of synthesized area, %
buf+inv: 4 / 31 / 6.00
simple gates: 6 / 6 / 19.0
compound gates: 8 / 8 / 28.0
xor+xnor: 4 / 4 / 14.0
fa+ha+maj: 6 / 6 / 33.0
Power is estimated from default activity; no workload was simulated.
